==> flow/design.v <==
`timescale 1 ns / 1 ps
module control 
	    ( 
	      input CLK,
	      input RESET,
	      input HOLDn,
	      input [15:0]DATA,
	      input [1:0] ZN,
	      input READY_INST,
	      input READY_DATA,
	      output reg SEL_JMP,	
	      output reg SEL_OP_MEM,
	      output reg WRITE,
	      output [4:0]OPCODE,
	      output [10:0]OPERAND,
	      output reg EN_APB_INST_MEM,
	      output reg EN_APB_DATA_MEM,
	      output reg en_PC,
	      output reg en_ACC,
	      output reg en_IN,
	      input TEST_EN,             
	      output reg EN_INDR,
	      output reg SEL_INDR,
	      output reg SEL_BRANCH,
	      output [2:0]state_out       	      
	    );
localparam [2:0]	IDLE	= 3'b000,
			PRE_FET = 3'b001,
			FETCH = 3'b010,
			DECODE = 3'b011,
			EXECUTE = 3'b100;
reg [2:0]state, next_state;
wire Z, N;
reg en_INST;
reg [15:0] INST;
always @(posedge CLK, negedge RESET)
 begin
  if(!RESET) begin
    INST <=  {16{1'b0}} ;
  end
  else if(CLK)
   begin
    if(en_INST) begin
      INST <= DATA;
    end
    else begin
      INST <= INST;
    end
  end
end
assign state_out = state;
assign OPCODE = INST[15:11];
assign OPERAND = INST[10:0];
assign Z = ZN[1]; 
assign N = ZN[0];
always @(posedge CLK, negedge RESET)
 begin
  if(!RESET)
    state <= IDLE;
  else
   if(!HOLDn)
    state <= state;
   else
    state <= next_state;
 end
always @(state, INST, READY_DATA)
 begin
  case(state)
   IDLE : next_state = PRE_FET;
   PRE_FET: next_state = FETCH;
   FETCH: if(READY_INST)
	    next_state = DECODE;
	  else
	    next_state = FETCH;
   DECODE: begin
	    #50
	    if( (OPCODE == 5'b01110) || (OPCODE == 5'b01000) || (OPCODE == 5'b01010) || (OPCODE == 5'b01011) || (OPCODE == 5'b01100) ||  (OPCODE == 5'b01101))
	      next_state = IDLE;
	    else
	     if( ((OPCODE == 5'b00010) || (OPCODE == 5'b00100) || (OPCODE == 5'b00110) || (OPCODE == 5'b10000) || (OPCODE == 5'b10010) || (OPCODE == 5'b10100) || (OPCODE == 5'b00001) || (OPCODE == 5'b11000) || (OPCODE == 5'b011001) || (OPCODE == 5'b11101) ) && !READY_DATA)
	       next_state = DECODE;
	    else
	       next_state = EXECUTE;
	   end
   EXECUTE:next_state = PRE_FET;
   default: next_state = IDLE;
  endcase
 end
always @(state, INST, READY_DATA)
 begin	
  SEL_JMP = 1'b1;
  SEL_BRANCH = 1'b1;
  SEL_OP_MEM = 1'b1;
  EN_APB_INST_MEM = 1'b0; 
  EN_APB_DATA_MEM = 1'b0;
  en_PC = 1'b0;
  en_ACC = 1'b0;
  en_IN = 1'b0;
  en_INST = 1'b0;
  WRITE = 1'b0;
  EN_INDR=1'b0;
  SEL_INDR=1'b0;
  case(state)
   IDLE : begin
	   EN_APB_INST_MEM = 1'b1; 
	  end	
   FETCH: begin
	      en_INST = 1'b1;
	      en_PC = 1'b1;
	  end 
   DECODE: begin
		#50 
	   if( (OPCODE == 5'b00010) || (OPCODE == 5'b00100) || (OPCODE == 5'b00110) || (OPCODE == 5'b10000) || (OPCODE == 5'b10010) || (OPCODE == 5'b10100) || (OPCODE == 5'b11001 ) )  
		SEL_OP_MEM = 1'b0; 
	   if( ((OPCODE == 5'b00010) || (OPCODE == 5'b00100) || (OPCODE == 5'b00110) || (OPCODE == 5'b10000) || (OPCODE == 5'b10010) || (OPCODE == 5'b10100) || (OPCODE == 5'b11001 )) && READY_DATA)  
		EN_APB_DATA_MEM = 1'b1; 
	   if(OPCODE == 5'b11101)
		EN_INDR=1;
	   if( (OPCODE == 5'b11001) || (OPCODE == 5'b11000) && READY_DATA )
             begin
		SEL_INDR=1'b1;
		EN_INDR=1'b1;
	   end 
           if( (OPCODE == 5'b00001) || (OPCODE == 5'b11000) && READY_DATA)  
	     begin
		EN_APB_DATA_MEM = 1'b1; 
		#100 WRITE = 1'b1; 
	     end
     	  if(OPCODE == 5'b01110)  
	   begin 
		SEL_JMP = 1'b0; 
		en_PC = 1'b1; 
	   end
          if(OPCODE == 5'b01000)  
	  begin
	    if(Z)
	    begin 
		en_PC = 1'b1; 
		SEL_BRANCH = 1'b0;
	    end
	  end
	  if(OPCODE == 5'b01001)  
	  begin
	    if(!Z)
	    begin 
		en_PC = 1'b1; 
		SEL_BRANCH = 1'b0;
	    end
	  end
	  if(OPCODE == 5'b01010)  
	  begin 
	    if(!Z && !N)
	    begin 
		en_PC = 1'b1; 
		SEL_BRANCH = 1'b0;
	    end
	  end
	  if(OPCODE == 5'b01011)  
	  begin
	    if(!N)
	    begin 
		en_PC = 1'b1; 
		SEL_BRANCH = 1'b0;
	    end
	  end
	  if(OPCODE == 5'b01100)  
	  begin
	    if(N)
	    begin 
		en_PC = 1'b1; 
		SEL_BRANCH = 1'b0;
	    end
	  end
	  if(OPCODE == 5'b01101)  
	  begin
	    if(Z || N)
	    begin 
		en_PC = 1'b1; 
		SEL_BRANCH = 1'b0;
	    end
	  end
	    en_IN = 1'b1;
	  end
   EXECUTE: begin
	    EN_APB_INST_MEM = 1'b1;
	    en_ACC = 1'b1;
	    if( (OPCODE == 5'b11001) || (OPCODE == 5'b11000) && READY_DATA )
             begin
		SEL_INDR=1'b1;
	    end 
	    end
  endcase
 end
endmodule
==> flow/run.sh <==
#!/bin/bash
# OpenROAD 26Q1-2900-gdf79404cd8, Yosys 0.63+post, stock flow scripts
make -C /OpenROAD-flow-scripts/flow DESIGN_CONFIG=/design/flow/config.mk WORK_HOME=/design/flow/orfs finish
==> flow/config.mk <==
export PLATFORM = sky130hd
export DESIGN_NAME = control
export DESIGN_NICKNAME = control
export VERILOG_FILES = /design/flow/design.v
export SDC_FILE = /design/flow/constraint.sdc
export NUM_CORES = 4
export LEC_CHECK = 1
export CORE_AREA = 10 10 108 108
export DIE_AREA = 0 0 118 118
==> flow/constraint.sdc <==
current_design control

set clk_period 3.0
set clk_io_pct 0.2

create_clock -name clk0 -period $clk_period [get_ports {CLK}]

set non_clock_inputs [all_inputs -no_clocks]
set_input_delay [expr $clk_period * $clk_io_pct] -clock clk0 $non_clock_inputs
set_output_delay [expr $clk_period * $clk_io_pct] -clock clk0 [all_outputs]
==> out/qor.tcl <==
set qor(final_cell_mix) {sky130_fd_sc_hd__clkdlybuf4s50_1 (52), sky130_fd_sc_hd__dfrtp_1 (18), sky130_fd_sc_hd__mux2_2 (16)}
set qor(final_cells) 288
set qor(area_growth_pct) 65.3
set qor(drcViolationCount) 0
set qor(outcome) {complete, no violations}
set qor(clkPwrFrac) 0.105
set qor(floorplan.io_pins) 54
set qor(report.final.slew_viol_count) 0
set qor(ys_chip_area_sq_um) 1100
set qor(cp_data_required_time_ns) 2.40
set qor(numCtsBuffers) 3
set qor(worst_hold_path_type) {register to register}
set qor(clock_transition_at_the_registers_of_the_reported_paths_ns) 0.07
set qor(numClockSinks) 19
set qor(critPathLaunchType) {input port}
set qor(sw_frac_of_total) 0.352
set qor(share_of_layout_cells_above_drive_strength_1) 0.201
set qor(antenna-diode-count) 0
set qor(irDropWorstVdd_mv) 0.275
set qor(setup_viol) 0
set qor(crit_arrival_ns) 2.22
set qor(power.share.combinational) 0.557
set qor(grt_overflow_total) 0
set qor(syn-instance-count) 107
set qor(grt_max_degree) 20
set qor(postRouteWirelength_microns) 3470
set qor(vias_per_cell) 3.53
set qor(yosys_cells) 107
set qor(placementRows) 35
set qor(clock-root-buffer) {sky130_fd_sc_hd__clkbuf_8}
set qor(power-per-cell-area_nw_per_um2) 936
set qor(p_seq_frac) 0.338
set qor(dr_total_vias) 1017
set qor(rsz0062_at_grt) {false}
set qor(grt_antenna_before_repair) 0
set qor(relSlewSlack) 0.682
set qor(internal_power_mw) 1.10
set qor(post_cts_buffers) 0
set qor(maxCapViolations) 0
set qor(place.detailed.hpwl_microns) 2840
set qor(netlist_top_cells_area) {sky130_fd_sc_hd__dfrtp_1 (43%), sky130_fd_sc_hd__mux2_2 (16%), sky130_fd_sc_hd__nor2_1 (2.7%)}
set qor(top_area_frac) 0.432
set qor(placed_cells_incl_taps) 284
set qor(worstMarginPinSlew_ns) 0.478
set qor(top_layer) {met3}
set qor(fp_util) 0.118
set qor(port-buffer-count) 52
set qor(die_h_microns) 118
set qor(highest_fanout_seen_on_the_critical_path) 3
set qor(ys.flops) 19
set qor(report.final.hold_viol_count) 0
set qor(power.static_leakage_nw) 0.688
set qor(iteration_count_of_the_initial_detailed_routing_pass) 4
set qor(netlist_area_sq_um) 1100
set qor(detail-route-antenna-nets) 0
set qor(cts.htree.levels) 1
set qor(clock_latency_late_sink_ns) 0.26
set qor(synthArstFlopShare) 1.00
set qor(category_of_the_most_critical_setup_path) {input port to output pin}
set qor(avgSynthCellArea_sq_um) 10.3
set qor(met2_wirelength_microns) 1720
set qor(timing.clock.skew_ns) 0.00615
set qor(fmaxAchievable_mhz) 354
set qor(via_count_of_the_first_global_routing_pass) 1067
set qor(worstSetupEndpointType) {output pin}
set qor(drt_first_iter_violations) 18
set qor(number_of_enable_type_register_cells_in_the_synthesized_netlist) 0
set qor(flop_cell) {sky130_fd_sc_hd__dfrtp_1}
set qor(die-area_sq_um) 13900
set qor(finalCriticalPeriod_ns) 2.82
set qor(tool_warnings) 26
set qor(fillerInstances) 1058
set qor(core-area_sq_um) 9280
set qor(tritoncts) {built}
set qor(first_pass_grt_wire_length_microns) 5630
set qor(yosys.cell_types.count) 40
set qor(cts_buffer_depth) 2
set qor(finalCritPeriodShare) 0.941
set qor(dieWidth_microns) 118
set qor(sw_pwr_mw) 0.599
set qor(tally_of_yosys_warning_messages) 1
set qor(layout_top_cell_excl_fill_tap) {sky130_fd_sc_hd__clkdlybuf4s50_1}
set qor(post-synth-top-area-cell) {sky130_fd_sc_hd__dfrtp_1}
set qor(place.gp.congestion) 0.727
set qor(detail_route.wirelength.met1_microns) 1320
set qor(hold_fix_buffer_count_after_cts) 0
set qor(fin_tns_setup_ns) 0
set qor(met3RoutedLength_microns) 432
set qor(setup.reg_to_reg.worst_slack_ns) 1.30
set qor(gr-usage-all-layers) 0.0487
set qor(synth-seq-area-share) 0.432
set qor(wl_per_cell_microns) 12.0
## worst max-delay path, cell delays in order
cell and delay [ns]:
sky130_fd_sc_hd__clkdlybuf4s50_1 0.45, sky130_fd_sc_hd__and3b_1 0.20, sky130_fd_sc_hd__a211o_1 0.28, sky130_fd_sc_hd__o21ai_1 0.13, sky130_fd_sc_hd__a21o_1 0.12, sky130_fd_sc_hd__clkdlybuf4s50_1 0.46
## state kept, by name (all words and copies together), names as in the netlist
name   cells
INST      16
state      3
## power groups by stage
stage     clock, mW  sequential (mW)  combinational (mW)
4_1_cts       0.195            0.576               0.983
5_1_grt       0.204            0.606                1.06
6_report      0.179            0.574               0.948
## what timing repair did
action / 4_1_cts / 5_1_grt
endpoints found under the hold margin: 0 / 0
setup endpoints to repair: 0 / 2
resized: 0 / 1
## layer usage
metal | vias up | global-route usage
li1 | 496 | -
met1 | 483 | 0.0537
met2 | 38 | 0.0822
met3 | 0 | 0.0282
met4 | 0 | 0.00464
met5 | - | 0
## synth_stat cells, drive strengths merged (2+ instances only)
library cell and number:
nor2b 2, o21ai 5, a211oi 3, nand2b 4, inv 5, nor3 3
nand2 6, clkbuf 2, dfrtp 19, o31ai 3, buf 5, nor2 8
a21oi 4, a31oi 3, mux2 16
## through the flow
stage | setup slack [ns] | instance area (sq um) | util | power [mW] | hold slack (ns)
after CTS | 0.158 | 1820 | 0.196 | 1.75 | 0.514
after global routing | 0.0672 | 1820 | 0.196 | 1.87 | 0.528
after detailed placement | 0.160 | 1770 | 0.191 | 1.56 | 0.495
after global placement | 0.163 | 1770 | 0.191 | 1.54 | 0.490
after floorplan | 1.18 | 1100 | - | 1.04 | 0.304
final | 0.176 | 1820 | 0.196 | 1.70 | 0.509
## cells by family after synthesis
logic type | synth area share
simple gates | 0.164
buf+inv | 0.0523
compound gates | 0.180
mux | 0.164
xor+xnor | 0.00797
flops | 0.432
## cell type report
class	instances	area (sq um)	share of cell area
clock buffer	3	41.3	0.0227
clock inverter	1	5.00	0.00275
inverter	5	18.8	0.0103
multi-input combinational	76	572	0.315
sequential	19	477	0.262
tap	129	161	0.0888
timing repair buffer	55	543	0.299
## path summary, 6_finish.rpt
path | startpoint | end | cells past startpoint
max | ZN[1] | en_PC | 6
min | INST[10]$_DFFE_PN0P_ | INST[10]$_DFFE_PN0P_ | 1
max reg2reg | INST[13]$_DFFE_PN0P_ | state[1]$_DFFE_PN0P_ | 4
min reg2reg | INST[10]$_DFFE_PN0P_ | INST[10]$_DFFE_PN0P_ | 1
max in group asynchronous | RESET | INST[11]$_DFFE_PN0P_ | 2
min in group asynchronous | RESET | INST[9]$_DFFE_PN0P_ | 2
Power and IR drop assume default switching activity.
