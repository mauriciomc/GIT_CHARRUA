==> flow/design.v <==
module apb
  (
    input CLK,
    input RESET,
    input HOLDn,
    input WRITE,
    input EN,
    input [8:0]ADDR,
    input PREADY,
    input [15:0]PRDATA,
    input [15:0]WDATA, 
    output [15:0]PADDR,
    output [2:0]PPROT, 
    output reg PWRITE,
    output reg PSEL,
    output reg PENABLE,
    output [15:0]PWDATA,  
    output [15:0]RDATA  
 );
localparam [1:0]	IDLE = 2'b00,
			SETUP = 2'b01,
			ACCESS = 2'b10;
reg [1:0]state, next_state;
reg en_w;
assign PADDR = {{5{1'b0}}, ADDR};
assign PPROT = 3'b010;
assign PWDATA = WDATA;
assign RDATA = PRDATA;
always @(posedge CLK or negedge RESET)
 begin
  if(!RESET)
    state <= IDLE;
  else
    begin
      if(!HOLDn)
	state <= state;
      else
	state <= next_state;
      if(WRITE)
       en_w <= 1'b1;
      else	
       en_w <= 1'b0;
    end
 end
always @(state or EN or PREADY)
 begin
  case(state)
    IDLE: begin
	    if(EN)
	      next_state = SETUP;
	    else
	      next_state = IDLE;
	  end
    SETUP: next_state = ACCESS;
    ACCESS: begin
	      if(!PREADY)
		next_state = ACCESS;
	      else
                begin
		 if(EN)
		  next_state = SETUP;
		 else
		  next_state = IDLE;
	        end
	    end
    default: next_state = IDLE;
  endcase
 end
always @(state or en_w)
 begin
  PWRITE = 1'b0;
  case(state)
    IDLE: begin
	   PSEL = 1'b0;
	   PENABLE = 1'b0;
	  end
    SETUP:begin
	   PSEL = 1'b1;
	   PENABLE = 1'b0;
	   if(en_w)
	    PWRITE = 1'b1;
	  end
    ACCESS:begin
	    PSEL = 1'b1;
	    PENABLE = 1'b1;
	   if(en_w)
	    PWRITE = 1'b1;
	   end
    default: begin
	   PSEL = 1'b0;
	   PENABLE = 1'b0;
	  end
  endcase
 end
endmodule
==> flow/run.sh <==
#!/bin/bash
# OpenROAD 26Q1-2900-gdf79404cd8, Yosys 0.63+post, stock flow scripts
make -C /OpenROAD-flow-scripts/flow DESIGN_CONFIG=/design/flow/config.mk WORK_HOME=/design/flow/orfs finish
==> flow/config.mk <==
export PLATFORM = sky130hd
export DESIGN_NAME = apb
export DESIGN_NICKNAME = apb
export VERILOG_FILES = /design/flow/design.v
export SDC_FILE = /design/flow/constraint.sdc
export NUM_CORES = 4
export LEC_CHECK = 1
export CORE_AREA = 10 10 70 70
export DIE_AREA = 0 0 80 80
==> flow/constraint.sdc <==
current_design apb

set clk_period 1.8
set clk_io_pct 0.2

create_clock -name clk0 -period $clk_period [get_ports {CLK}]

set non_clock_inputs [all_inputs -no_clocks]
set_input_delay [expr $clk_period * $clk_io_pct] -clock clk0 $non_clock_inputs
set_output_delay [expr $clk_period * $clk_io_pct] -clock clk0 [all_outputs]
==> flow_summary.toml <==
# implementation run metrics
[run_status]
status = "finished, final reports clean"

[sta]
max_freq_mhz = 605
slew_viol_final = 0
rsz0062_at_grt = "false"
fin_worst_skew_ns = 0.0180
setup_slack_ns = 0.147
final.setup.tns_ns = 0
setup_viol = 0
period_used_pct = 91.8
hold_viol = 0
min_period_ns = 1.65

[pwr]
p_clk_share_pct = 34.1
swShare_pct = 24.2
ir_worst_vdd_mv = 0.208
combPwrFrac_pct = 33.0
p_int_uw = 289
power-per-cell-area_nw_per_um2 = 1010
p_leak_nw = 0.170
power_switching_uw = 92.2
p_seq_share_pct = 32.9

[global_route]
grt_max_degree = 7
grt_pass1_vias = 239
antenna_found_initial = 0
grt_overflow_total = 0
grt_usage_pct = 2.85
grt_first_pass_wirelength_um = 1350

[place]
dp_hpwl_um = 815
post-place-ws_ns = 0.232
port_buffers = 8
gp_congestion = 0.758

[clocking]
holdBufCountCts = 0
cts_made_buffers = 3
cts_tree = "yes"
cts.clk_slew.worst_paths_ns = 0.05
cts_root_buffer = "clkbuf_4"
htreeDepth = 1
clock-sinks = 4
clockBufferDepth = 2
clock_latency_ns = 0.25

[detailed_routing]
drt_iter0_drc = 20
wl_per_cell_um = 12.1
ant_nets = 0
drcViolationCount = 0
vias = 219
viasPerCell = 2.64
dr.pass1.iters = 2
insertedDiodeCount = 0
drt-total-wl_um = 1000

[synthesis]
flop_cell = "dfrtp_1"
ys_cells = 67
synth-seq-cells = 4
yosysUniqueCellTypes = 13
syn_inst = 67
async_reset_ff_share_pct = 75.0
synth_chip_area_um2 = 558
netlist_area_um2 = 558
yosysTopAreaCell = "buf_4"
ys_warn_count = 1
yosys.area.top_type_share_pct = 68.6
syn_area_per_cell_um2 = 8.33
synth-seq-area-share_pct = 19.1
synth.area.top_cells = "buf_4 69%, dfrtp_1 9.0%, edfxtp_1 5.4%"
synth-edff-count = 1

[setup_path]
cp_max_fo = 2
path_class = "reg2out"
critPathLaunchType = "register"
reg2reg_depth = 3
worstPathRequired_ns = 1.44
cp-end-kind = "output port"
rr_startpoint = "state[1]"
r2r_end = "state[2]"
r2r_slack_ns = 0.91
cp.arrival_ns = 1.29

[floorplan]
fp_util_pct = 16.3
fp.dieH_um = 80
die_x_um = 80
rows = 21
io_pins = 101
core_um2 = 3420
die_area_um2 = 6400

[cells_and_area]
final_common_cell = "conb_1"
drive_gt1_share_pct = 21.6
layout_top_cells = "10 x conb_1, 7 x clkdlybuf4s50_1, 3 x clkbuf_4"
nFillCells = 398
area_growth_pct = -32.1

[flow_run]
tool_warnings = 25
cap_violations = 0

[min_path]
min_path_type = "in2async"
[power by group through the flow]
stage         combinational [mW]  sequential, mW  clock [mW]
CTS                        0.130           0.125       0.133
global route               0.139           0.129       0.146
finish                     0.126           0.125       0.130
[cell usage after synthesis, types with 2 or more instances]
cell type,n
buf_4,51
a21oi_1,2
conb_1,2
dfrtp_1,2
nand2_1,2
[stage by stage]
| stage | cell area [um2] | hold slack [ns] | power, mW | cells | util (%) |
|---|---|---|---|---|---|
| final | 379 | 0.306 | 0.381 | 83 | 11.1 |
| after global routing | 379 | 0.306 | 0.414 | 83 | 11.1 |
| after floorplan | 588 | 0.0644 | 0.242 | 75 | - |
| after CTS | 377 | 0.307 | 0.388 | 83 | 11.0 |
| after global placement | 343 | 0.513 | 0.241 | 78 | 10.0 |
| after detailed placement | 343 | 0.522 | 0.245 | 78 | 10.0 |
[worst max-delay path by stage]
stage / startpoint / end / slack [ns] / cells after the start
5_1_grt: state[1] / PSEL / 0.09 / 2
4_1_cts: state[1] / PWRITE / 0.02 / 3
6_report: state[1] / PSEL / 0.15 / 2
[worst max-delay path: stages, from the launching register on]
cell             delay (ns)
dfrtp_1                0.37
or2_4                  0.25
clkdlybuf4s50_1        0.42
[per-layer routing]
layer	global-route usage (%)	wire length, um	vias to the layer above	part of all wire, %
met5	0	0	-	0
met4	1.94	43	0	4.3
met3	4.32	251	10	25
met2	3.13	400	28	40
met1	2.34	306	96	31
li1	-	-	85	-
[sequential cells by signal, summed over array words and instances, names as in the netlist]
register / cells
state: 3
en_w: 1
[cell families (layout without fill, tap and decap cells)]
group	count (synthesis)	count (layout)	synth area share (%)
other cells	2	10	1.35
flops	4	4	19.1
compound gates	5	5	5.83
simple gates	4	4	4.49
buf+inv	52	14	69.3
[final cells by class]
cell class	count	area [um2]	area share, %
multi-input combinational	19	95.1	25.1
clock buffer	4	26.3	6.93
inverter	1	3.75	0.990
tap	46	57.6	15.2
sequential	4	106	28.1
timing repair buffer	9	90.1	23.8
[what timing repair did]
item / 4_1_cts / 5_1_grt
resized: 0 / 1
setup endpoints to repair: 1 / 1
buffers inserted: 1 / 0
Power figures rest on the tool's default switching activity, not on a simulated workload.
