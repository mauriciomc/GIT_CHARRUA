==> flow/design.v <==
module alu
	#(
	  parameter integer BITS = 16
	)
	(
	 input [BITS-1:0]a,
	 input [BITS-1:0]acc_in,
	 input  [4:0]opcode,
	 output [BITS-1:0]acc_out
	  );
 reg [BITS-1:0]out;
 assign acc_out = out[BITS-1:0];
 always @(a, acc_in, opcode)
  begin
   case(opcode)
    5'b00010: out = a;
    5'b00011: out = a;
    5'b00100: out = acc_in + a;
    5'b00101: out = acc_in + a;
    5'b00110: out = acc_in - a;
    5'b00111: out = acc_in - a;
    5'b01111: out = ~acc_in;
    5'b10000: out = acc_in & a;
    5'b10001: out = acc_in & a;
    5'b10010: out = acc_in | a;
    5'b10011: out = acc_in | a;
    5'b10100: out = acc_in ^ a;
    5'b10101: out = acc_in ^ a;
    5'b10110: out = acc_in << a;
    5'b10111: out = acc_in >> a;
    5'b11001: out = a;
    default: out = acc_in;
   endcase
  end
endmodule
==> flow/run.sh <==
#!/bin/bash
# OpenROAD 26Q1-2900-gdf79404cd8, Yosys 0.63+post, stock flow scripts
make -C /OpenROAD-flow-scripts/flow DESIGN_CONFIG=/design/flow/config.mk WORK_HOME=/design/flow/orfs finish
==> flow/config.mk <==
export PLATFORM = sky130hd
export DESIGN_NAME = alu
export DESIGN_NICKNAME = alu
export VERILOG_FILES = /design/flow/design.v
export SDC_FILE = /design/flow/constraint.sdc
export NUM_CORES = 4
export LEC_CHECK = 1
export CORE_UTILIZATION = 40
==> flow/constraint.sdc <==
current_design alu

set clk_period 15.6
set clk_io_pct 0.2

create_clock -name clk0 -period $clk_period

set non_clock_inputs [all_inputs -no_clocks]
set_input_delay [expr $clk_period * $clk_io_pct] -clock clk0 $non_clock_inputs
set_output_delay [expr $clk_period * $clk_io_pct] -clock clk0 [all_outputs]
==> flow_summary_export.csv <==
group,metric,value,unit
run_status,status,"complete, no violations",
synth,netlist_top_cells_area,"ha_1 15%, mux2i_1 9.0%, mux4_2 7.6%, a21oi_1 6.4%, o21ai_0 5.1%",
cells_and_area,drive_gt1_share,6.87,%
place,dp_hpwl,11.4,mm
place,dp_worst_setup_slack,4.74,ns
floorplan,fp.dieW,104,µm
cells_and_area,nFlopsAndLatches,0,
clocking,holdBufCountCts,0,
pwr,p_leak,1.89,nW
setup_path,endpoint_kind,"output pin",
synth,synthDistinctLibCells,72,
synth,avgSynthCellArea,6.96,µm²
sta,finalMaxSlewViolations,0,
synth,top_area_cell,"ha_1",
sta,setup_violations,0,
synth,most_common_cell,"a21oi_1",
route,routed_via_density,6.35,
synth,syn_inst,592,
route,vias,4723,
route,final_antenna_net_count,0,
setup_path,path_class,"input pin to output pin",
sta,setup_tns,0,ns
cells_and_area,nClkBuffers,0,
grt,grt_overflow,0,
pwr,power.density,34.3,nW/µm²
setup_path,cp_max_fo,37,
sta,setup_ws,4.76,ns
min_path,worstHoldEndpoint,"acc_out[2]",
route,wl,15.2,mm
grt,grt_pass1_wl,24.5,mm
cells_and_area,final_area,4670,µm²
min_path,min_from,"a[2]",
route,drc_errors,0,
clocking,ctsResizeCount,0,
synth,top_cell_area_share,14.6,%
floorplan,chipHeight,104,µm
synth,ys_seq_share,0,%
place,dpl_cell_area,4670,µm²
setup_path,crit_arrival,7.72,ns
grt,grt_max_degree,55,
job,log.warning_count,49,
synth,ys_cells,592,
route,wire_per_inst,20.5,µm
synth,synth_warnings,1,
floorplan,rows,36,
synth,synth_area,4120,µm²
floorplan,chip_area,10700,µm²
job,maxCapViolations,0,
sta,max_freq,92.2,MHz
route,detail_route.iter0.violations,394,
sta,hold_violations,0,
floorplan,core_area,9860,µm²
floorplan,floorplan.core_util,41.8,%
sta,grt_setup_unrepaired,"false",
sta,slew_headroom,38.7,%
synth,common_cells,"53 x a21oi_1, 50 x nand2_1, 48 x ha_1, 48 x nor2_1, 42 x o21ai_0",
sta,worstMarginPinSlew,0.913,ns
grt,antenna_found_initial,0,
sta,post-route-min-period,10.84,ns
pwr,peakVddDrop,23.2,µV
min_path,hold_depth,5,
place,port_buffers,53,
cells_and_area,ff_latch_area,0,µm²
cells_and_area,syn_to_final_growth,13.3,%
setup_path,cp-start-kind,"input pin",
route,diodes,0,
route,dr.pass1.iters,4,
grt,gr-usage-all-layers,28.9,%
clocking,cts_setup_buffers,0,
place,place_congestion,0.992,
grt,first_global_vias,4317,
min_path,min_path_type,"input pin to output pin",
setup_path,critPathRequiredTime,12.48,ns
sta,period_used_share,69.5,%
synth,synth_chip_area,4120,µm²
floorplan,num_io_pins,53,
cells by family after synthesis:
group / after synthesis / synth area share (%)
xor gates and xnor gates: 22 / 4.67
AOI/OAI and AO/OA: 208 / 32.3
muxes: 54 / 17.5
buffers and inverters: 81 / 8.65
adders and majority gates: 49 / 15.1
and+or+nand+nor: 178 / 21.9
worst max-delay path by stage:
stage | start | end
CTS | a[1] | acc_out[14]
global route | a[1] | acc_out[14]
finish | a[1] | acc_out[14]
layer usage:
layer | vias up | share of wire (%) | GRT usage [%]
met5 | - | 0 | 0
met4 | 0 | 3.5 | 8.49
met3 | 34 | 8.4 | 4.29
met2 | 234 | 43 | 42.0
met1 | 2187 | 45 | 44.1
li1 | 2268 | - | -
cells in the final DEF (no fill, tap or decap), drive strengths merged, types with 3 or more instances in the layout:
cell type | synthesis | final
xor2 | 4 | 4
inv | 34 | 34
nand3 | 11 | 11
o211ai | 8 | 8
nand4 | 5 | 5
nand2 | 50 | 50
or3 | 8 | 8
nor3 | 17 | 17
a221oi | 6 | 6
o31ai | 3 | 3
a21o | 8 | 8
a211oi | 10 | 10
a31oi | 4 | 4
ha | 48 | 48
a22oi | 6 | 6
buf | 24 | 13
o32ai | 3 | 3
clkdlybuf4s50 | 0 | 51
nor4 | 5 | 5
a32oi | 3 | 3
o21ai | 53 | 53
o21a | 4 | 4
mux2i | 37 | 37
nor2 | 48 | 48
nand2b | 8 | 8
a21oi | 55 | 55
nand3b | 3 | 3
o2111ai | 4 | 4
nor2b | 4 | 4
o22ai | 22 | 22
mux4 | 14 | 14
mux2 | 3 | 3
xnor2 | 18 | 18
critical path: stages:
cell and delay [ns]:
clkdlybuf4s50_1 0.39, buf_4 0.26, inv_1 0.56, ha_1 0.32, nand3_1 0.20, o41ai_1 0.37
xnor2_1 0.17, ha_1 0.31, a21oi_1 0.16, and2b_2 0.24, nor2_1 0.11, a21oi_2 0.10
or4_4 0.50, or2_1 0.22, a32oi_1 0.19, clkdlybuf4s50_1 0.48
metrics by stage:
stage | instances | util, % | hold WS [ns] | power, mW
2_1_floorplan | 592 | - | 6.31 | 0.103
3_5_place_dp | 744 | 47.3 | 7.40 | 0.158
5_1_grt | 744 | 47.3 | 7.54 | 0.177
4_1_cts | 744 | 47.3 | 7.41 | 0.159
3_3_place_gp | 744 | 47.3 | 7.41 | 0.157
6_report | 744 | 47.3 | 7.39 | 0.160
power breakdown:
group	internal [mW]	switching [mW]	total (mW)
sequential	0	0	0
combinational	0.0714	0.0886	0.160
clock	0	0	0
total	0.0714	0.0886	0.160
area by class of cell:
class,instances,area (µm²)
multi-input combinational,511,3770
inverter,36,135
fill,970,5190
tap,133,166
timing repair buffer,64,603
Power figures rest on the tool's default switching activity, not on a simulated workload.
